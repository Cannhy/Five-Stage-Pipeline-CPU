<file path="flow/design.v">
`timescale 1ns / 1ps
module CU(
    input [31:0] Instr,
	 input jump,
	 input judge,
	 input [4:0] dm,
    output RfWr,
    output [1:0]ExtOp,
    output DMWr,
    output [2:0] ALUOp,
    output [2:0] Src_ALU_B,
    output [2:0] NPCOp,
	 output [4:0]A1,
	 output [4:0]A2,
	 output [4:0]A3,
	 output b_clr,
	 output [1:0] RF_WD_type,
	 output [1:0] tuse_rs,
	 output [1:0] tuse_rt,
	 output [1:0] E_tnew,
	 output lwtt,
	 output [1:0] M_tnew,
	 output [2:0] load_type,
	 output [2:0] store_type
    );
	 wire add,sub,andd,ori,lw,sw,beq,lui,jal,jr,nop,addei,bioal,ltb;
	 wire R_type;
	 wire [5:0] opcode,funct;
	 assign opcode = Instr[31:26];
	 assign funct = Instr[5:0];
	 assign R_type = (opcode == 6'b000000)? 1 : 0;
	 assign add = (funct == 6'b100000 && R_type == 1)? 1 : 0;
	 assign sub = (funct == 6'b100010 && R_type == 1)? 1 : 0;
    assign ori = (opcode == 6'b001101 )? 1 : 0;
	 assign lw = (opcode == 6'b100011 )? 1 : 0;
	 assign sw = (opcode == 6'b101011 )? 1 : 0;
	 assign beq = (opcode == 6'b000100 )? 1 : 0;
	 assign lui = (opcode == 6'b001111)? 1 : 0;
	 assign jal = (opcode == 6'b000011)? 1 : 0;
	 assign jr = (R_type == 1  && funct == 6'b001000)? 1 : 0 ;
	 assign nop = (Instr == 32'd0)? 1 : 0;
	 assign addei = (opcode == 6'b110011)? 1 : 0; 
	 assign bioal = (opcode == 6'b101101)? 1 : 0;
	 assign lwie = (opcode == 6'b111001)? 1 :0;
	 assign RfWr = (add || sub || ori || lw || lui || jal || addei || (bioal == 1&& jump === 1'd1) || lwie)? 1 : 0;
	 assign ExtOp = addei? 2'b11 : (lui == 1)? 2'b10 : (lw || sw || lwie) ? 2'b01 : 2'b00;
	 assign DMWr = (sw == 1)? 1: 0;
	 assign ALUOp = (beq || sub)? 3'b001 : 
	                 ori? 3'b010 : 
						  addei? 3'b011 : 3'b000;
	 assign Src_ALU_B = (ori || lw || sw || lui || lwie || addei)? 3'b001 : 3'b000;
	 assign NPCOp = (beq == 1)? 3'b001 :
	                (jal == 1)? 3'b010 :
						 (jr == 1) ? 3'b011 : 
						 (bioal == 1)? 3'b100 : 3'b000;
	 assign A1 = Instr[25:21];
	 assign A2 = Instr [20:16];
	 assign A3 = (add || sub )? Instr[15:11] : 
	             (ori || lui || lw || addei)? Instr[20:16] :
					 (jal | ((bioal == 1)&& (jump == 1)))? 5'd31 : 
                (lwie == 1 && judge === 1'd1)? Instr[20:16] :
                (lwie == 1 && judge === 1'd0)? 5'd31 :					 
					 5'd0;
	 assign RF_WD_type = (lw == 1 || lwie)? 2'b10 : 
	                     (lui == 1)? 2'b01 :
								(jal == 1 | bioal == 1)? 2'b11 : 2'b00;
    assign tuse_rs = (sub | add | ori | lw | sw | addei | lwie)? 2'b01 :
	                  (beq | jr | bioal)? 2'b00 : 2'b11;
	 assign tuse_rt = (beq | bioal)? 2'b00 : 
	                  (add | sub )? 2'b01 : (sw)? 2'b10 : 2'b11;
    assign E_tnew = ( add | sub | ori | addei)? 2'b01 :
	                   (lw| lwie)? 2'b10 : 2'b00;
	 assign M_tnew = (lw | lwie)? 2'b01 : 2'b00;
	 assign b_clr = 1'b0;
	 assign load_type = (lwie == 1)? 3'd1 : 3'd0;
	 assign store_type = 3'd0;
	 assign lwtt = (lwie == 1);
endmodule
`timescale 1ns / 1ps
module Stall(
    input [31:0] D_Instr,
    input [31:0] E_Instr,
    input [31:0] M_Instr,
    input [31:0] W_Instr,
	 input [4:0] E_A3,
	 input [4:0] M_A3,
    output  stall 
    );
    wire [1:0] tuse_rs, tuse_rt;
	 wire [1:0] E_tnew, M_tnew;
	 wire E_lwtt, M_lwtt;
	 CU D_CU(
	     .Instr(D_Instr),
		  .tuse_rs(tuse_rs),
		  .tuse_rt(tuse_rt)
	 );
	 CU E_CU(
	     .Instr(E_Instr),
		  .lwtt(E_lwtt),
		  .E_tnew(E_tnew)
		  );
	 CU M_CU(
	     .Instr(M_Instr),
		  .lwtt(M_lwtt),
        .M_tnew(M_tnew)
	 );
	 wire stall_rs_E, stall_rs_M, stall_rt_E, stall_rt_M;
	 assign stall_rs_E = (((E_lwtt == 1 )? D_Instr[25:21]:(D_Instr[25:21] == E_A3))&& (tuse_rs < E_tnew) && (D_Instr[25:21] != 5'd0) );
	 assign stall_rt_E = (((E_lwtt == 1 )? D_Instr[20:16] :(D_Instr[20:16] == E_A3)) && (tuse_rt < E_tnew) && (D_Instr[20:16] != 5'd0));
	 assign stall_rs_M = (M_lwtt == 1 )? ((D_Instr[25:21]== M_A3) && (tuse_rs < M_tnew) && (D_Instr[25:21] != 5'd0)) :
	                                     ((D_Instr[25:21] == M_A3) && (tuse_rs < M_tnew) && (D_Instr[25:21] != 5'd0));
	 assign stall_rt_M = (M_lwtt == 1 )? ((D_Instr[20:16]== M_A3) && (tuse_rs < M_tnew) && (D_Instr[20:16] != 5'd0)) :
	                                     ((D_Instr[20:16] == M_A3) && (tuse_rt < M_tnew) && (D_Instr[20:16] != 5'd0));
	 assign stall = stall_rs_E | stall_rt_E | stall_rs_M | stall_rt_M ;
endmodule
</file>
<file path="flow/run.sh">
#!/bin/bash
# OpenROAD 26Q1-2900-gdf79404cd8, Yosys 0.63+post, stock flow scripts
make -C /OpenROAD-flow-scripts/flow DESIGN_CONFIG=/design/flow/config.mk WORK_HOME=/design/flow/orfs finish
</file>
<file path="flow/config.mk">
export PLATFORM = sky130hd
export DESIGN_NAME = Stall
export DESIGN_NICKNAME = Stall
export VERILOG_FILES = /design/flow/design.v
export SDC_FILE = /design/flow/constraint.sdc
export NUM_CORES = 4
export LEC_CHECK = 1
export CORE_AREA = 10 10 75 75
export DIE_AREA = 0 0 85 85
</file>
<file path="flow/constraint.sdc">
current_design Stall

set clk_period 2.7
set clk_io_pct 0.2

create_clock -name clk0 -period $clk_period

set non_clock_inputs [all_inputs -no_clocks]
set_input_delay [expr $clk_period * $clk_io_pct] -clock clk0 $non_clock_inputs
set_output_delay [expr $clk_period * $clk_io_pct] -clock clk0 [all_outputs]
</file>
==> Table 3: Implementation characteristics <==
Table: implementation figures

Parameter                              Value

Outcome
  Status .................. finished with violations
  Violated checks .................. negative setup slack

Routing
  Antenna cells .................. 0
  Number of DRC violations after detailed-routing iteration 0 .................. 14
  1st-pass router iterations .................. 4
  Total wirelength of the detailed-routed design .................. 2650 um
  Number of vias per cell .................. 4.26
  Avg WL per Cell .................. 12.0 um
  Number of vias after detailed routing .................. 942
  Drc violations .................. 0
  Detail Route Antenna Nets .................. 0

Pwr
  Switch Pwr .................. 0.0660 mW
  PD cells .................. 124 nW/um2
  LEAKAGE .................. 0.598 nW
  Total power .................. 0.190 mW
  Power share of the clock group .................. 0%
  Sequential power share .................. 0%
  Cell internal power dissipation .................. 0.124 mW
  Worst vdd rail ir drop .................. 57.3 uV
  Proportion of total power due to net switching .................. 34.8%
  Share of total power in combinational logic .................. 100.0%

Final timing
  Final Hold Vio Count .................. 0
  Final Cycle Share .................. 107%
  Final number of setup-violating endpoints .................. 1
  Unrepaired setup endpoints after global routing .................. yes
  Worst slew slack as a fraction of its limit .................. 71.1%
  Pins over their slew limit .................. 0
  Final critical path time including I/O delays and setup .................. 2890 ps
  Slew @ Worst Pin .................. 432 ps
  Post-route setup TNS .................. -186 ps
  Highest achievable clock rate .................. 346 MHz
  Worst-case setup margin in the final layout .................. -186 ps

GRT
  Most used routing layer .................. met2
  GR Util All Layers .................. 6.73%
  Met1 routing resource usage after global routing .................. 9.21%
  Vias in the first global route .................. 988
  Met2 global-route usage .................. 11.0%
  Global route overflow .................. 0
  Initial antenna violation count .................. 0
  Met3 capacity usage during global routing .................. 1.64%
  Wire length of the first global-routing pass .................. 4330 um
  Maximum number of pins on one net before global-route repair .................. 6

Layout
  Fraction of layout cells with a size suffix above 1 .................. 34.5%
  Comb gate area .................. 712 um2
  Post-route insts no fill .................. 221
  Sequential cell count .................. 0
  Filler instances .................. 407
  Storage element area .................. 0 um2
  Clock buffer cells .................. 0
  End-of-flow core utilization .................. 37.7%
  Signed area change from the synthesized netlist to the final layout .................. 138%

Place
  Number of port buffers .................. 50
  Placed wire-length estimate .................. 2350 um
  Placer's final routability congestion estimate .................. 0.796
  # placed instances .................. 218
  Post-Place Setup Slack .................. -1030 ps

Floorplanning
  Vertical die dimension .................. 85 um
  IO Pins .................. 139
  Core region area .................. 4060 um2
  Chip footprint .................. 7230 um2
  Fp_density .................. 15.8%
  Die W .................. 85 um
  Site Rows .................. 23

Setup path
  Critical-path maximum fanout .................. 3
  Kind of critical path .................. input port to output port
  Worst Path Required .................. 2160 ps
  Beginning of the critical path .................. E_Instr[27]
  Arrival @ worst endpoint .................. 2350 ps
  Category of the worst setup path launch point .................. input port
  Setup crit end kind .................. output port

Synth
  Fraction of synthesized cell area taken by the top area cell type .................. 24.6%
  Post-synthesis cell type with the largest combined area .................. xnor2_1
  Post-synthesis instance total .................. 86
  Post-synth seq share .................. 0%
  Chip area line of the yosys report .................. 642 um2
  Post-Syn Area per Cell .................. 7.46 um2
  Combined area of all synthesized cells .................. 642 um2
  Unique cell type count in the Yosys netlist .................. 35
  Tally of yosys warning messages .................. 1
  Cell count in the Yosys report .................. 86
  Top cells by area .................. xnor2_1, and3b_1, nand2_1

Worst hold path
  Min-delay src .................. D_Instr[30]
  Class of the tightest hold or removal check .................. input port to output port

Clocking
  Hold buffers post-CTS .................. 0

Flow run
  Number of max-cap violations .................. 0
  Tool Warnings .................. 123
-- what timing repair did --
| action | in CTS | in global routing |
|---|---|---|
| gates resized | 51 | 5 |
| endpoints found under the setup margin | 1 | 1 |
| setup buffers | 3 | 0 |
| pin swaps | 20 | 5 |
-- cell usage in the layout, fill, tap and decap left out, types with 2 or more instances in the layout --
cell type | synthesis | layout
buf_6 | 0 | 5
and3b_2 | 1 | 2
buf_2 | 0 | 3
dlygate4sd2_1 | 0 | 9
inv_1 | 2 | 2
nor4_2 | 2 | 2
clkdlybuf4s15_1 | 0 | 2
xor2_1 | 3 | 3
and3b_1 | 6 | 5
nand4_1 | 3 | 3
a22oi_1 | 2 | 2
nor3b_2 | 0 | 2
o21ai_0 | 2 | 2
nand2_1 | 7 | 7
o32ai_2 | 0 | 2
nand3_1 | 5 | 5
buf_4 | 0 | 33
or4_1 | 2 | 2
nor2_1 | 5 | 4
clkdlybuf4s50_1 | 0 | 33
xnor2_1 | 18 | 18
-- critical path, stage by stage --
cell	delay (ps)
clkdlybuf4s50_1	490
and3b_1	200
o21ai_2	190
buf_4	140
ha_1	220
a2111o_1	370
o211ai_2	70
buf_2	120
-- power groups by stage --
stage	sequential, mW	clock (mW)	combinational [mW]
CTS	0	0	0.185
global route	0	0	0.207
finish	0	0	0.190
-- routing by layer --
metal / wire length [um] / vias to the layer above / part of all wire (%)
met5: 0 / - / 0
met4: 0 / 0 / 0
met3: 191 / 0 / 7.2
met2: 1210 / 29 / 46
met1: 1240 / 409 / 47
li1: - / 504 / -
-- metrics by stage --
| step | hold slack [ps] | cell area (um2) |
|---|---|---|
| CTS | 1810 | 1490 |
| floorplan | 1200 | 642 |
| global route | 1870 | 1530 |
| global placement | 2330 | 1450 |
| finish | 1810 | 1530 |
| detailed placement | 2330 | 1450 |
-- cell usage after synthesis (2+ instances only) --
cell,number
or4_1,2
inv_1,2
nor4_2,2
nand2_1,7
nor4_1,2
o21ai_0,2
xnor2_1,18
ha_1,2
xor2_1,3
a22oi_1,2
nor2_1,5
nand4_1,3
nand3_1,5
nor2b_1,2
and3b_1,6
nor3b_1,3
o32ai_1,2
-- path summary, 6_finish.rpt --
kind | endpoint | slack (ps) | cells after the start
worst min-delay path | stall | 1810 | 7
worst max-delay path | stall | -190 | 8
-- cell type report --
| type | instances | share of cell area (%) |
|---|---|---|
| Multi-Input combinational cell | 84 | 46.5 |
| Timing Repair Buffer | 85 | 48.9 |
| Tap cell | 50 | 4.09 |
| Inverter | 2 | 0.491 |
-- logic make-up (layout without fill, tap and decap cells) --
| group | count (synthesis) | count (layout) | synth area share, % |
|---|---|---|---|
| AOI/OAI and AO/OA | 17 | 17 | 21.2 |
| xor gates and xnor gates | 21 | 21 | 28.7 |
| adders and majority gates | 2 | 2 | 3.90 |
| buffers and inverters | 2 | 87 | 1.17 |
| muxes | 1 | 1 | 1.75 |
| and+or+nand+nor | 43 | 43 | 43.3 |
Power is estimated from default activity; no workload was simulated.
