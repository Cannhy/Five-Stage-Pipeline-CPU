File: flow/config.mk
export PLATFORM = sky130hd
export DESIGN_NAME = p7_Bridge
export DESIGN_NICKNAME = p7_Bridge
export VERILOG_FILES = /design/flow/design.v
export SDC_FILE = /design/flow/constraint.sdc
export NUM_CORES = 4
export LEC_CHECK = 1
export CORE_AREA = 10 10 172 172
export DIE_AREA = 0 0 182 182
File: flow/constraint.sdc
current_design p7_Bridge

set clk_period 10.2
set clk_io_pct 0.2

create_clock -name clk0 -period $clk_period

set non_clock_inputs [all_inputs -no_clocks]
set_input_delay [expr $clk_period * $clk_io_pct] -clock clk0 $non_clock_inputs
set_output_delay [expr $clk_period * $clk_io_pct] -clock clk0 [all_outputs]
File: flow/design.v
`timescale 1ns / 1ps
module p7_Bridge(
    input [31:0] Pr_addr,
	 input [31:0] Pr_WD,
	 input [3:0] Pr_byteen,
	 input [31:0] m_data_rdata,
	 input [31:0] TC0_out,
	 input [31:0] TC1_out,
	 output [31:0] Pr_rdata,
	 output [3:0] m_data_byteen,
	 output [31:0] m_data_addr,
	 output [31:0] m_data_wdata,
	 output [31:0] m_int_addr,
	 output [3:0] m_int_byteen,
	 output  TC0_WE,
	 output  TC1_WE,
	 output [31:0] TC0_addr,
	 output [31:0] TC0_WD,
	 output [31:0] TC1_addr,
	 output [31:0] TC1_WD
    );
	 wire DM, TC0, TC1, Pr_WE;
	 assign Pr_WE = (|Pr_byteen);
	 assign DM = (Pr_addr >= 32'h0000_0000 && Pr_addr <= 32'h0000_2fff)? 1 : 0;
	 assign TC0 = (Pr_addr >= 32'h0000_7f00 && Pr_addr <= 32'h0000_7f0b)? 1 : 0;
	 assign TC1 = (Pr_addr >= 32'h0000_7f10 && Pr_addr <= 32'h0000_7f1b)? 1 : 0;
	 assign TC0_WE = ((Pr_addr >= 32'h0000_7f00 && Pr_addr <= 32'h0000_7f07)&& Pr_WE);
	 assign TC1_WE = ((Pr_addr >= 32'h0000_7f10 && Pr_addr <= 32'h0000_7f17) && Pr_WE);
    assign Pr_rdata = DM? m_data_rdata : TC0? TC0_out : TC1? TC1_out : 32'd0;
	 assign TC0_addr = Pr_addr;
	 assign TC1_addr = Pr_addr;
	 assign TC0_WD = Pr_WD;
	 assign TC1_WD = Pr_WD;
	 assign m_data_wdata = Pr_WD;
	 assign m_data_addr = Pr_addr;
	 assign m_data_byteen = DM? Pr_byteen : 4'd0;
	 assign m_int_addr = (Pr_addr >= 32'h0000_7f20 && Pr_addr <= 32'h0000_7f23)? Pr_addr : 32'h0;
	 assign m_int_byteen = ((Pr_addr & 32'hfffffffc) == 32'h0000_7f20 && Pr_byteen != 4'd0)? 4'b1111 : 4'b0000;
endmodule
File: flow/run.sh
#!/bin/bash
# OpenROAD 26Q1-2900-gdf79404cd8, Yosys 0.63+post, stock flow scripts
make -C /OpenROAD-flow-scripts/flow DESIGN_CONFIG=/design/flow/config.mk WORK_HOME=/design/flow/orfs finish
==> insert_results.sql <==
-- physical implementation figures
INSERT INTO impl_metrics (metric_group, metric, value, unit) VALUES
('run_status', 'result_of_the_run', 'finished, final reports clean', ''),
('worst_setup_path', 'start_kind', 'input port', ''),
('timing', 'summed_negative_setup_slack_over_all_endpoints', '0', 'ps'),
('worst_setup_path', 'worst_path_dominant_cell_family', 'buffers and inverters', ''),
('synth', 'post-synth-top-area-cell', 'buf_4', ''),
('die', 'fp_util', '0.107', ''),
('place', 'port_buffers', '280', ''),
('synth', 'synth_sequential_area_ratio', '0', ''),
('synth', 'synth.area.top_cells', 'buf_4 59%, a21oi_1 11%, nand3_1 5.9%', ''),
('die', 'num_rows', '59', ''),
('layout', 'nClkBuffers', '0', ''),
('die', 'die_w', '182', 'um'),
('synth', 'synth_cells', '414', ''),
('worst_setup_path', 'crit_path_max_fanout', '32', ''),
('global_route', 'grtUsageMet3', '0.0380', ''),
('layout', 'areaGrowthSynthToFinish', '57.5', '%'),
('detailed_routing', 'post_drt_via_cell_ratio', '3.47', ''),
('synth', 'synth.distinct_cells', '28', ''),
('pwr', 'intPower', '0.0000774', 'W'),
('die', 'num_io_pins', '430', ''),
('pwr', 'clock_power_share', '0', ''),
('timing', 'final_count_of_hold_timing_violations', '0', ''),
('clock_network', 'hold_buffers', '0', ''),
('timing', 'final-max-slew-violation-count', '0', ''),
('detailed_routing', 'routed-via-count', '2847', ''),
('pwr', 'power_dissipated_by_switching_net_loads', '0.0000270', 'W'),
('synth', 'avg_cell_area_syn', '6.72', 'um^2'),
('timing', 'report.final.setup_viol', '0', ''),
('detailed_routing', 'dr.first_iter.drc_count', '116', ''),
('worst_setup_path', 'worstPathCellList', 'clkdlybuf4s50_1, nor4_1, nand4_1, a211oi_4, buf_4, nand3_1, a21oi_1, clkdlybuf4s50_1', ''),
('pwr', 'swShare', '0.259', ''),
('pwr', 'vdd_drop_max', '0.0000147', 'V'),
('global_route', 'antenna_found_initial', '0', ''),
('synth', 'synthTopCellsByCount', '217 x buf_4, 63 x a21oi_1, 34 x nor2_1', ''),
('worst_setup_path', 'timing.critical_path.arrival', '5430', 'ps'),
('place', 'hpwlAfterDp', '12400', 'um'),
('clock_network', 'cts_post_setup_buffers_inserted', '0', ''),
('global_route', 'met2_usage', '0.129', ''),
('timing', 'fin_crit_sh', '0.733', ''),
('die', 'floorplan.die_area', '33100', 'um^2'),
('timing', 'fin_crit', '7470', 'ps'),
('global_route', 'grt-busiest-layer', 'met2', ''),
('pwr', 'power.sequential.fraction', '0', ''),
('global_route', 'gr-total-overflow', '0', ''),
('timing', 'worstMarginPinSlew', '792', 'ps'),
('pwr', 'power_per_cell_area', '23.8', 'nW/um^2'),
('timing', 'worst_slew_margin_rel', '0.470', ''),
('place', 'detailedPlace.worstSlack', '2610', 'ps'),
('worst_setup_path', 'critical-path-slowest-cell', 'nand4_1', ''),
('synth', 'synth.yosys.num_cells', '414', ''),
('layout', 'register_area', '0', 'um^2'),
('synth', 'post_synth_instance_area', '2780', 'um^2'),
('detailed_routing', 'post_drt_wl_per_cell', '17.7', 'um'),
('run', 'openroad_warnings', '32', ''),
('detailed_routing', 'dr.pass1.iters', '4', ''),
('worst_setup_path', 'critical_path.endpoint_type', 'output pin', ''),
('pwr', 'power_leakage', '1.45', 'nW'),
('detailed_routing', 'totalWireLength', '14500', 'um'),
('global_route', 'grt_pass1_wl', '20200', 'um'),
('place', 'global_placer_s_final_weighted_congestion', '0.733', ''),
('layout', 'seq_cell_count', '0', ''),
('synth', 'ys.warnings.count', '0', ''),
('worst_hold_path', 'hold_path.class', 'in -> out', ''),
('synth', 'yosys.area.top_type_share', '0.586', ''),
('detailed_routing', 'n_antenna_cell', '0', ''),
('synth', 'post-synth-top-count-cell', 'buf_4', ''),
('clock_network', 'cts.repair.resized', '0', ''),
('global_route', 'largest_net_degree_at_the_start_of_global_routing', '37', ''),
('worst_setup_path', 'path_class', 'in -> out', ''),
('layout', 'fillers', '2902', ''),
('timing', 'final_worst_path_setup_slack', '2730', 'ps');
==> metrics by stage <==
step	utilization	total power (W)	hold slack, ps	instances	area, um^2
finish	0.169	0.000104	4080	820	4380
global placement	0.169	0.000106	4080	820	4380
global route	0.169	0.000113	4080	820	4380
detailed placement	0.169	0.000106	4080	820	4380
CTS	0.169	0.000107	4080	820	4380
floorplan	-	0.0000573	4090	435	2860
==> layout by cell type, fill, tap and decap left out <==
| cell | netlist | final |
|---|---|---|
| nor2_1 | 34 | 34 |
| a21oi_1 | 63 | 63 |
| and2_1 | 7 | 7 |
| or3_4 | 1 | 1 |
| or2_4 | 1 | 1 |
| nor4b_1 | 8 | 8 |
| a21oi_2 | 5 | 5 |
| o21bai_4 | 0 | 1 |
| conb_1 | 1 | 22 |
| inv_1 | 1 | 1 |
| nand3_1 | 33 | 33 |
| a211oi_2 | 2 | 1 |
| nor4_1 | 5 | 5 |
| a211oi_4 | 0 | 1 |
| nor4_2 | 1 | 1 |
| nand4b_1 | 1 | 1 |
| a211o_1 | 1 | 1 |
| clkdlybuf4s50_1 | 0 | 280 |
| or4_1 | 2 | 2 |
| nand2_2 | 1 | 1 |
| and4_1 | 2 | 2 |
| nand4_1 | 1 | 1 |
| nor4_4 | 2 | 2 |
| buf_4 | 217 | 7 |
| nor3_4 | 1 | 1 |
| nand2_1 | 2 | 2 |
| and4b_1 | 1 | 1 |
==> logic make-up after synthesis <==
logic type      synth area share
other cells              0.00135
buf+inv                    0.637
simple gates               0.216
compound gates             0.145
==> final cells by class <==
cell class	instances	area (um^2)	area share
Tap cell	335	419	0.0957
Multi-Input combinational cell	197	1100	0.252
Inverter	1	3.75	0.000857
Timing Repair Buffer	287	2860	0.652
==> worst paths after layout <==
kind	to	slack (ps)	from	depth (start not counted)
max	Pr_rdata[15]	2730	Pr_addr[19]	8
min	TC0_WD[18]	4080	Pr_WD[18]	0
==> layer usage <==
layer,vias to the layer above,share of wire
met5,-,0
met1,1275,0.37
met4,0,0.032
met3,30,0.13
met2,252,0.46
li1,1290,-
==> power by group through the flow <==
stage	combinational (W)	clock [W]	sequential, W
finish	0.000104	0	0
global route	0.000113	0	0
CTS	0.000107	0	0
Power is estimated from default activity; no workload was simulated.
